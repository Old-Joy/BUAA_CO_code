### ./run.sh
#!/bin/bash
# OpenROAD 26Q1-2900-gdf79404cd8, Yosys 0.63+post, stock flow scripts
make -C /OpenROAD-flow-scripts/flow DESIGN_CONFIG=/design/flow/config.mk WORK_HOME=/design/flow/orfs finish
### ./config.mk
export PLATFORM = sky130hd
export DESIGN_NAME = MUX
export DESIGN_NICKNAME = MUX
export VERILOG_FILES = /design/flow/design.v
export SDC_FILE = /design/flow/constraint.sdc
export NUM_CORES = 4
export LEC_CHECK = 1
export CORE_AREA = 10 10 142 142
export DIE_AREA = 0 0 152 152
### ./constraint.sdc
current_design MUX

set clk_period 6.3
set clk_io_pct 0.2

create_clock -name clk0 -period $clk_period

set non_clock_inputs [all_inputs -no_clocks]
set_input_delay [expr $clk_period * $clk_io_pct] -clock clk0 $non_clock_inputs
set_output_delay [expr $clk_period * $clk_io_pct] -clock clk0 [all_outputs]
### ./design.v
`timescale 1ns / 1ps
module MUX(
    input [31:0] GRF_WDMux0,
    input [31:0] GRF_WDMux1,
    input [31:0] GRF_WDMux2,
    input [2:0] GRF_WDSel,
    output [31:0] realGRF_WD,
    input [31:0] ALU_AMux0,
    input [31:0] ALU_AMux1,
    input ALU_ASel,
    output [31:0] realALU_A,
    input [31:0] ALU_BMux0,
    input [31:0] ALU_BMux1,
    input [2:0] ALU_BSel,
    output [31:0] realALU_B,
    input [4:0] GRF_A3Mux0,
    input [4:0] GRF_A3Mux1,
    input [4:0] GRF_A3Mux2,
    input [2:0] GRF_A3Sel,
    output [4:0] realGRF_A3
    );
assign realGRF_WD = (GRF_WDSel == 3'b000) ? GRF_WDMux0 :
                    (GRF_WDSel == 3'b001) ? GRF_WDMux1 :
                    (GRF_WDSel == 3'b010) ? GRF_WDMux2 : -1;
assign realGRF_A3 = (GRF_A3Sel == 3'b000) ? GRF_A3Mux0 :
                    (GRF_A3Sel == 3'b001) ? GRF_A3Mux1 :
                    (GRF_A3Sel == 3'b010) ? GRF_A3Mux2 : -1;
assign realALU_A = (ALU_ASel == 1'b0) ? ALU_AMux0 : ALU_AMux1;
assign realALU_B = (ALU_BSel == 3'b000) ? ALU_BMux0 :
                    (ALU_BSel == 3'b001) ? ALU_BMux1 : -1;
endmodule
==> Slide: Implementation Results <==
Implementation Results

Floorplan
  – Fp util: 10.59%
  – Die X: 152 um
  – IO Pins: 350
  – Core Region: 0.01718 mm^2
  – Area of the die: 0.02310 mm^2
  – Row cnt: 48
  – Die y size: 152 um

Cells and area
  – Clock buffer cells: 0
  – Register area: 0 um^2
  – Flop Count: 0
  – Area growth, synth to finish: 199.2%
  – Proportion of layout cells with a drive suffix above 1: 2.465%

STA
  – Finish-stage setup viols: 0
  – Least-Margin Pin Slew: 0.6448 ns
  – Max-slew headroom: 57.01%
  – Hold Vio Cnt, Final: 0
  – RSZ-0062 raised after global routing: false
  – Setup TNS: 0 ns
  – Fin crit period: 4.446 ns
  – Tcrit/Tclk final: 70.57%
  – Max Freq: 0.2249 GHz
  – Final Slew Violations: 0

Worst setup path
  – Worst Path Max Fanout: 36
  – Critical path class: input pin to output pin
  – Worst Setup Start Kind: input pin
  – CP required: 5.04 ns
  – Critical path arrival: 3.19 ns
  – CP endpoint kind: output pin

Detailed routing
  – Via count: 3066
  – Residual DRC count: 0
  – Diode count: 0
  – Vias per cell: 3.866
  – Pre-antenna DRT Iters: 4
  – Total routed wirelength: 13610 um
  – Antenna Nets Post-Route: 0
  – DR WL/cell: 17.16 um
  – Iter 0 DRT Violations: 133

Logic synthesis
  – Cell Type Count: 13
  – XOR Share, Synth: 0%
  – Adder share: 0%
  – Yosys warns: 0
  – Mapped Area: 0.001819 mm^2
  – Seq share, synth: 0%
  – # Cells Yosys: 238
  – Syn Area/Cell: 7.644 um^2
  – Synth Instances: 238
  – AO/OA Area Share: 15.54%
  – MUX share of area: 57.77%
  – Synth Area in Simple Gates: 15.54%
  – Logic family by area: multiplexers
  – YS chip area: 0.001819 mm^2

GRT
  – Vias in the first global route: 3332
  – Largest net degree at the start of global routing: 37
  – Global Route Usage Sum: 10.79%
  – Gr ovfl total: 0
  – Initial antenna violation count: 0
  – First-pass GRT wire length: 20220 um

CTS
  – Post-cts resize count: 0
  – CTS Hold Bufs: 0
  – Post-CTS Repair Setup Buffers: 0

Power and ir drop
  – Cell Pwr Density: 60.14 mW/mm^2
  – Leak pwr: 2.125 nW
  – Design Power: 0.3274 mW
  – VDD IR max: 0.03095 mV

Worst hold path
  – Hold Crit Class: input pin to output pin

Status
  – Outcome: complete, no violations

Place
  – Port Buffer Count: 350
  – Post-detail-place hpwl: 12290 um
  – Placer Congestion: 0.9146

Job
  – Tool Warnings: 32
  – Maxcap violations: 0
## cells in the final DEF, fill, tap and decap left out
master	n
nor2b_1	1
mux2i_1	69
a22oi_1	36
buf_2	2
nor2b_2	1
nor2_2	2
nor2_1	38
mux2_2	2
nand2_1	32
clkdlybuf4s50_1	348
a22oi_2	1
mux2_1	30
buf_4	6
## metal layers
layer  wire length, um  part of all wire, %  global-route usage, %  up-vias
li1                  -                    -                      -     1532
met1              5135                   38                  11.83     1304
met2              6708                   49                  19.15      220
met3              1625                   12                  5.039       10
met4               141                  1.0                  1.009        0
met5                 0                    0                      0        -
## power by group
part           internal (mW)  switching (mW)
logic                  0.243          0.0847
clock network              0               0
registers                  0               0
total                  0.243          0.0847
## cells by family (layout without fill, tap and decap cells)
| group | count (synthesis) | count (layout) |
|---|---|---|
| and+or+nand+nor | 74 | 74 |
| buffers and inverters | 26 | 356 |
| AOI/OAI and AO/OA | 37 | 37 |
| muxes | 101 | 101 |
## area by class of cell
cell class,count,area [um^2]
fillers,1751,11730
multi-input cells,212,1624
well taps,225,281.5
repair buffers,356,3538
## through the flow
stage	hold slack (ns)	cells	area (um^2)	utilization (%)	setup slack [ns]
after detailed placement	3.474	793	5444	31.69	1.837
after global routing	3.493	793	5444	31.69	1.688
final	3.472	793	5444	31.69	1.854
after global placement	3.473	793	5444	31.69	1.892
after CTS	3.474	793	5444	31.69	1.836
after floorplan	2.594	238	1819	-	3.204
## critical path, stage by stage
cell and delay (ns):
buf_2 0.51, buf_4 0.52, mux2i_1 0.15, a22oi_1 0.22, clkdlybuf4s50_1 0.50
## worst paths after layout
| check | from | slack [ns] | cells after the start | end |
|---|---|---|---|---|
| setup / recovery | GRF_WDSel[0] | 1.85 | 5 | realGRF_WD[23] |
| hold / removal | GRF_WDMux2[8] | 3.47 | 4 | realGRF_WD[8] |
## synth_stat cells (all sizes together)
library cell	count	area share, %
mux2	32	20
buf	22	10
mux2i	69	38
a22oi	37	16
clkbuf	4	0.83
nor2	40	8.3
nor2b	2	0.69
nand2	32	6.6
Power and IR drop assume default switching activity.
