==> flow/design.v <==
`timescale 1ns / 1ps
module code(
    input Clk,
    input Reset,
    input Slt,
    input En,
    output [63:0] Output0,
    output [63:0] Output1
    );
    reg [63:0] count0, count1;
    reg [3:0] num1, num0;
    initial begin
        count0 <= 64'b0;
        count1 <= 64'b0;
    end
    always @(posedge Clk) begin
        if (Reset) begin
            count0 <= 64'b0;
            count1 <= 64'b0;
            num0 <= 4'b0;
            num1 <= 4'b0;
        end
        else begin
            if (En) begin
                if (Slt) begin
                    if (num1 <= 4'b10) begin
                        num1 <= num1 + 1;
                    end
                    else begin
                        num1 <= 4'b0;
                        count1 <= count1 + 1;
                    end
                end
                else begin
                    count0 <= count0 + 1;
                end
            end
        end
    end
    assign Output0 = count0;
    assign Output1 = count1;
endmodule
==> flow/run.sh <==
#!/bin/bash
# OpenROAD 26Q1-2900-gdf79404cd8, Yosys 0.63+post, stock flow scripts
make -C /OpenROAD-flow-scripts/flow DESIGN_CONFIG=/design/flow/config.mk WORK_HOME=/design/flow/orfs finish
==> flow/config.mk <==
export PLATFORM = sky130hd
export DESIGN_NAME = code
export DESIGN_NICKNAME = code
export VERILOG_FILES = /design/flow/design.v
export SDC_FILE = /design/flow/constraint.sdc
export NUM_CORES = 4
export LEC_CHECK = 1
export CORE_UTILIZATION = 30
==> flow/constraint.sdc <==
current_design code

set clk_period 9.3
set clk_io_pct 0.2

create_clock -name clk0 -period $clk_period [get_ports {Clk}]

set non_clock_inputs [all_inputs -no_clocks]
set_input_delay [expr $clk_period * $clk_io_pct] -clock clk0 $non_clock_inputs
set_output_delay [expr $clk_period * $clk_io_pct] -clock clk0 [all_outputs]
==> deck_impl_summary.md <==
Physical Implementation Snapshot

Status
  – Status: finished clean

Placed design
  – Dpl hpwl: about 11000 um
  – RePlAce Congestion: around 0.83
  – PortBufs: 131
  – Post-Place Cells: 1119

Clock tree
  – Clock transition at path regs: around 0.060 ns
  – Post-CTS setup buffer count: 0
  – Total CTS buffers: 17
  – Clk buf depth: 2
  – Gates resized, CTS repair: 0
  – Clock latency (worst-skew pair): slightly above 0.4 ns
  – Clock Sinks: around 130
  – CTS tree: built
  – Hold buffer count at cts: 0
  – Maximum level of the CTS H-tree: 4
  – CTS root buf: clkbuf_16

Logic synthesis
  – Ys flop type: dfxtp_1
  – Synth Instances: between 700 and 800
  – Top-area cell share: 42.2%
  – Mapped Area: 6260 um2
  – Post-synth EDFFs: 0
  – Synth flops: approximately 130
  – Yosys stat chip area: ~6300 um2
  – Synth Warn #: 1
  – Yosys stat cell total: 739
  – Avg Inst Size Synth: about 8.5 um2
  – Yosys top cell by area: dfxtp_1
  – Synth cell types: 39
  – Synth Seq Share: a little over two fifths
  – Ys async rst share: 0%
  – Biggest area cells: dfxtp_1 42%, xor2_1 5.9%, a21oi_1 5.7%

Job
  – Maxcap violations: 0
  – Number of logged tool warnings: 26

STA
  – Slew HR: 48.7%
  – Worst Skew: between 0.007 and 0.008 ns
  – Period Utilization, post-route: 47.0%
  – Slew Limit Fails: 0
  – RSZ-0062 raised after global routing: no
  – Max Freq: approximately 230 MHz
  – Final Setup Violations: 0
  – Period minus WS final: roughly 4.4 ns
  – Worst slew pin tran: 0.770 ns
  – Final setup TNS: 0 ns
  – Final Hold Fails: 0

Layout
  – Share of layout cells above drive strength 1: 6.58%
  – Combinational Area: 3460 um2
  – Register area: 2640 um2
  – Fill count: 2034
  – Area growth, synth to finish: 33.8%
  – Fin cells: 1151

Worst setup path
  – Buffers & Inverters on Critical Path: 2
  – CP delay by family, top: simple AND/OR/NAND/NOR gates
  – WP data arrival: approximately 4.7 ns
  – CP endpoint kind: flop
  – CP Cell Sequence: clkdlybuf4s50_1 -> nand4_1 -> a2111oi_2 -> buf_4 -> nand4_1 -> or4_1 -> a21oi_1
  – CP dominant cell by count: nand4_1
  – Crit path max fanout: 21
  – Worst path max stage delay: around 0.70 ns
  – Slowest cell on crit path: or4_1
  – Setup Crit Path Kind: input pin to flop
  – CP Launch Type: input pin
  – Critical Path RT: between 9 and 10 ns

Global route
  – Initial antenna violation count: 0
  – Largest net degree at the start of global routing: 71
  – First-pass GRT wire length: between 20000 and 30000 um
  – Total global-route track usage: between 10% and 20%
  – Number of global-route vias before repair: between 5000 and 6000
  – Gr ovfl total: 0

Route
  – 1st-pass router iterations: 4
  – Vias per inst: about 5.0
  – DR DRC count: 0
  – DR vias: 5810
  – Routed WL per cell: approximately 14 um
  – Initial DRC count: between 200 and 300
  – Post-DRT Antenna Nets: 0
  – Wirelength, routed: ~16000 um
  – Ant. Diodes: 0

Die
  – Chip area: 21500 um2
  – Core Area: 20400 um2
  – Die width: 146 um
  – Fp_density: between 30% and 40%
  – Row count: between 50 and 60
  – Die Y: between 100 and 150 um
  – Io pins: roughly 130

Power and ir drop
  – Power Dens Cells: approximately 140 nW/um2
  – Max VDD drop: 0.000115 V
  – Leak pwr: 0.00266 uW

Hold path
  – Tightest Hold Check Type: flop to flop
## worst min-delay path, cell delays in order, from the launching register on
cell	delay [ns]
dfxtp_1	0.31
nand2_1	0.05
a21oi_1	0.05
## placed cells by master (no fill, tap or decap), types with 3 or more instances in the layout
cell type / count
dfxtp_1: 132
clkdlybuf4s50_1: 130
nor2_1: 82
a21oi_1: 71
nand2_1: 56
or3_1: 54
o21ai_0: 52
nand4_1: 46
nand3_1: 42
xor2_1: 42
xnor2_1: 18
clkbuf_16: 17
or4_1: 16
o31ai_1: 15
inv_1: 13
and3_1: 12
and4_1: 11
nor4_4: 6
clkinv_2: 6
buf_4: 6
nand4_2: 5
and2_1: 4
nor4_1: 4
ha_1: 4
clkbuf_1: 4
nand4b_1: 3
nor2b_1: 3
or2_2: 3
## logic make-up (layout without fill, tap and decap cells)
group | after synthesis | in the layout | share of synthesized area (%)
AND/OR/NAND/NOR | 361 | 361 | 33.5
AND-OR/OR-AND | 141 | 141 | 12.3
flip-flops | 132 | 132 | 42.2
XOR/XNOR | 60 | 60 | 8.39
buffers and inverters | 39 | 181 | 2.52
adder cells (fa/ha/maj) | 4 | 4 | 0.799
multiplexers | 2 | 2 | 0.320
## stage by stage
stage / utilization [%] / total power (uW) / hold WS [ns] / worst slack [ns] / instance area, um2
6_report: 41.1 / 1200 / 0.459 / 4.92 / 8370
5_1_grt: 41.1 / 1250 / 0.481 / 4.65 / 8370
4_1_cts: 41.1 / 1220 / 0.462 / 4.90 / 8370
3_5_place_dp: 38.5 / 598 / 0.451 / 4.49 / 7840
3_3_place_gp: 38.5 / 598 / 0.450 / 4.57 / 7840
2_1_floorplan: - / 592 / 0.433 / 5.83 / 6260
## synth_stat cells, types with 5 or more instances
| library cell | number |
|---|---|
| buf_2 | 6 |
| nand4_1 | 46 |
| and4_1 | 11 |
| xor2_1 | 42 |
| a21oi_1 | 71 |
| o31ai_1 | 15 |
| nand3_1 | 42 |
| and3_1 | 12 |
| nand4_2 | 5 |
| xnor2_1 | 18 |
| o21ai_0 | 52 |
| nand2_1 | 56 |
| dfxtp_1 | 132 |
| or3_1 | 54 |
| clkbuf_1 | 19 |
| nor4_4 | 6 |
| nor2_1 | 82 |
| or4_1 | 16 |
| inv_1 | 13 |
## registers in the layout (all words and copies together), names as in the netlist
| register | count |
|---|---|
| count0 | 64 |
| count1 | 64 |
| num1 | 4 |
## final timing paths
check                           slack (ns)            startpoint  cells past startpoint                 endpoint
worst max-delay path                  4.92                    En                      7  count1[56]$_SDFFE_PP0P_
worst min-delay path                  0.46  num1[2]$_SDFFE_PP0P_                      2     num1[2]$_SDFFE_PP0P_
worst max register to register        6.33  num1[0]$_SDFFE_PP0P_                      8  count1[56]$_SDFFE_PP0P_
worst min register to register        0.46  num1[2]$_SDFFE_PP0P_                      2     num1[2]$_SDFFE_PP0P_
## layout make-up
| class | count | area share (%) |
|---|---|---|
| multi-input combinational | 568 | 41.3 |
| sequential | 132 | 31.6 |
| timing repair buffer | 136 | 16.1 |
| clock buffer | 22 | 5.42 |
| tap | 270 | 4.03 |
| clock inverter | 10 | 1.00 |
| inverter | 13 | 0.583 |
## routing by layer
metal	wire [um]	vias up	global-route usage, %
li1	-	2965	-
met1	7990	2690	23.6
met2	7200	145	23.2
met3	930	10	3.54
met4	127	0	1.67
met5	0	-	0
## power breakdown
group          switching (uW)  internal, uW
registers                1.27           567
clock network             246           372
logic                    12.8          4.85
total                     260           944
Power and IR drop assume default switching activity.
